**./config.mk**
```make
export PLATFORM = sky130hd
export DESIGN_NAME = SEG7DEC
export DESIGN_NICKNAME = SEG7DEC
export VERILOG_FILES = /design/flow/design.v
export SDC_FILE = /design/flow/constraint.sdc
export NUM_CORES = 4
export LEC_CHECK = 1
export CORE_AREA = 10 10 70 70
export DIE_AREA = 0 0 80 80
```
**./constraint.sdc**
```tcl
current_design SEG7DEC

set clk_period 1.0
set clk_io_pct 0.2

create_clock -name clk0 -period $clk_period

set non_clock_inputs [all_inputs -no_clocks]
set_input_delay [expr $clk_period * $clk_io_pct] -clock clk0 $non_clock_inputs
set_output_delay [expr $clk_period * $clk_io_pct] -clock clk0 [all_outputs]
```
**./design.v**
```verilog
module SEG7DEC (
    input [3:0] SW,
    output reg [6:0] HEX0
);
always @* begin
    case (SW)
        4'h0:   HEX0 = 7'b1000000;
        4'h1:   HEX0 = 7'b1111001;
        4'h2:   HEX0 = 7'b0100100;
        4'h3:   HEX0 = 7'b0110000;
        4'h4:   HEX0 = 7'b0011001;
        4'h5:   HEX0 = 7'b0010010;
        4'h6:   HEX0 = 7'b0000010;
        4'h7:   HEX0 = 7'b1011000;
        4'h8:   HEX0 = 7'b0000000;
        4'h9:   HEX0 = 7'b0010000;
        4'ha:   HEX0 = 7'b0001000;
        4'hb:   HEX0 = 7'b0000011;
        4'hc:   HEX0 = 7'b1000110;
        4'hd:   HEX0 = 7'b0100001;
        4'he:   HEX0 = 7'b0000110;
        4'hf:   HEX0 = 7'b0001110;
        default:HEX0 = 7'b1111111;
    endcase
end
endmodule
```
**./run.sh**
```bash
#!/bin/bash
# OpenROAD 26Q1-2900-gdf79404cd8, Yosys 0.63+post, stock flow scripts
make -C /OpenROAD-flow-scripts/flow DESIGN_CONFIG=/design/flow/config.mk WORK_HOME=/design/flow/orfs finish
```
==> results.tsv <==
metric	value	unit
Max Cap Viol	0	
io pins	11	
Worst path max stage delay	0.42	ns
Die X	80	um
HP Class	primary input to primary output	
area fraction in full adders, half adders and majority gates	28.2	%
status	finished with violations	
Layout Cells excl Fill	101	
MI comb area	339	um2
synthesized area per cell	8.33	um2
Netlist cell types	19	
post-detailed-route wirelength per cell	9.18	um
Gate Count Post-Synth	32	
dpl hpwl	700	um
slew margin rel.	89.3	%
Leak	0.273	nW
count of tool warnings	40	
DP Cell Count	93	
Final min period	1.37	ns
Critical path origin	SW[0]	
fin crit share	137	%
Most Crowded Layer GR	met2	
Top Layout Cells	buf_6, buf_2, buf_4	
Rows	21	
clock buffer count	0	
synthesis area per yosys	267	um2
Cell Chain, Critical Path	buf_12, inv_12, ha_4, inv_2, mux4_2, buf_2	
Crit Path Category	primary input to primary output	
met1 usage	2.32	%
aoi share	18.3	%
Post-Syn Area	267	um2
first-pass GRT wire length	1410	um
IO Port Bufs	11	
Post-Place Cell Area	495	um2
Peak VDD IR	0.000129	V
PD cells	371	mW/mm2
grt met3 use	0.227	%
critical path endpoint category	primary output	
area delta synth->final	148	%
n_diodes	0	
last element of the critical path	HEX0[3]	
vias in the first global route	298	
Fin. Hold Viols	0	
post-route cell area	661	um2
largest net degree at the start of global routing	10	
Required @ worst endpoint	0.80	ns
Synth Area in Simple Gates	18.3	%
via count	313	
drt total wl	927	um
Die Ht	80	um
hold_buf cts	0	
fillcell total	385	
Yosys Instances	32	
Storage cell area	0	um2
failing checks	setup timing	
critical path data arrival time	1.17	ns
Max Freq	0.730	GHz
FP Core Util	7.80	%
Seq share, synth	0	%
initial antenna violation count	0	
DRC violations left	0	
Final setup violation count	7	
first-iteration detailed-routing DRC count	2	
hold slack	0.747	ns
pre-CTS WS	-1.26	ns
vias per inst	3.10	
TritonRoute pass-1 iters	4	
Startpoint Class	primary input	
die area	0.00640	mm2
grt met2 use	6.10	%
setup ws final	-0.371	ns
grt total ovfl	0	
Max Slew Vio Count	0	
Tot GR Track Use	2.61	%
RSZ-0062 raised after global routing	true	
top comb family, area	adder cells	
core area	0.00342	mm2
share of cells above drive strength 1	78.2	%
GPL Wtd Cong	0.658	
biggest fanout along the worst timing path	5	
Slew @ Worst Pin	0.159	ns
Synth mux share	23.5	%
Synth Area in XOR/XNOR	0	%
flip-flops	0	
Critical Path Slowest Stage Cell	mux4_2	
yosys warns	1	
Antenna Violating Nets Remaining	0	
power by group:
| part | switching, W | leakage [nW] | internal (W) |
|---|---|---|---|
| sequential | 0 | 0 | 0 |
| combinational | 0.0000986 | 0.273 | 0.000146 |
| clock | 0 | 0 | 0 |
metrics by stage:
step | utilization (%) | setup TNS (ns) | power, W
2_1_floorplan | - | -0.0858 | 0.0000788
3_3_place_gp | 14.5 | -7.52 | 0.000186
3_5_place_dp | 14.5 | -7.83 | 0.000189
4_1_cts | 18.4 | -1.88 | 0.000231
5_1_grt | 19.3 | -1.45 | 0.000265
6_report | 19.3 | -1.22 | 0.000245
area by class of cell:
type	count	share of cell area (%)
timing repair buffer	25	34.7
tap	46	8.71
multi-input combinational	26	51.3
inverter	4	5.30
kinds of logic (layout without fill, tap and decap cells):
group,Yosys count,after routing
AOI/OAI and AO/OA,7,7
adders and majority gates,6,6
buffers and inverters,6,29
muxes,5,5
and+or+nand+nor,8,8
worst max-delay path: cells and delay by family:
kind	cells	cell delay [ns]
adder cells (fa/ha/maj)	1	0.26
buffers and inverters	4	0.30
multiplexers	1	0.42
repair_timing:
action,CTS,global route
endpoints found under the hold margin,0,0
buffers inserted,8,3
pin swaps,8,6
setup endpoints to repair,7,7
gates resized,69,10
gates cloned,0,0
layer usage:
metal  routed length, um  vias up
met3                  13        0
li1                    -      159
met5                   0        -
met2                 543        2
met4                   0        0
met1                 369      152
worst min-delay path by stage:
stage	from	to	slack (ns)	cells after the start
CTS	SW[3]	HEX0[2]	0.82	5
global route	SW[3]	HEX0[2]	0.76	4
finish	SW[3]	HEX0[2]	0.75	4
synthesized netlist by cell type:
cell type | count | area (um2)
and2_1 | 1 | 6.26
nor2_2 | 1 | 6.26
buf_2 | 1 | 5.00
a21boi_0 | 1 | 7.51
mux4_2 | 1 | 22.5
a31oi_1 | 1 | 6.26
nand3_1 | 1 | 5.00
o31ai_1 | 1 | 7.51
o21ai_0 | 1 | 5.00
buf_6 | 1 | 11.3
o31ai_2 | 1 | 12.5
nand2_1 | 1 | 3.75
or2_2 | 1 | 6.26
ha_1 | 6 | 75.1
inv_1 | 4 | 15.0
nand2b_1 | 1 | 6.26
mux2i_1 | 4 | 40.0
a21oi_1 | 2 | 10.0
nand3b_1 | 2 | 15.0
No activity file was given, so power comes from the tool's default toggle rates.
