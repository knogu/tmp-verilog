`design/flow/run.sh`:
```
#!/bin/bash
# OpenROAD 26Q1-2900-gdf79404cd8, Yosys 0.63+post, stock flow scripts
make -C /OpenROAD-flow-scripts/flow DESIGN_CONFIG=/design/flow/config.mk WORK_HOME=/design/flow/orfs finish
```
`design/flow/config.mk`:
```
export PLATFORM = sky130hd
export DESIGN_NAME = m_ram
export DESIGN_NICKNAME = m_ram
export VERILOG_FILES = /design/flow/design.v
export SDC_FILE = /design/flow/constraint.sdc
export NUM_CORES = 4
export LEC_CHECK = 1
export CORE_UTILIZATION = 30
```
`design/flow/constraint.sdc`:
```
current_design m_ram

set clk_period 2.0
set clk_io_pct 0.2

create_clock -name clk0 -period $clk_period [get_ports {we}]

set non_clock_inputs [all_inputs -no_clocks]
set_input_delay [expr $clk_period * $clk_io_pct] -clock clk0 $non_clock_inputs
set_output_delay [expr $clk_period * $clk_io_pct] -clock clk0 [all_outputs]
```
`design/flow/design.v`:
```
module m_ram(input [3:0] adr, input [3:0] wdata, input we, output [3:0] rdata);
    reg[3:0] mem[0:15];
    assign rdata=mem[adr];
    always @(posedge we) begin
        mem[adr] = wdata;
    end
endmodule
module m_seven_segment(input[3:0] idata, output [7:0] odata);
    parameter dot = 1'b1;
    function [7:0] LedDec;
        input [3:0] num;
        begin
            case (num)
            endcase
        end
    endfunction
endmodule
```
==> impl_metrics.sql <==
-- implementation run metrics
INSERT INTO impl_metrics (metric_group, metric, value, unit) VALUES
('synthesis', 'synthesis.area_per_instance', '20.09', 'µm²'),
('sta', 'grt_setup_unrepaired', 'true', ''),
('critical_path', 'required', '1.60', 'ns'),
('sta', 'final_tally_of_max_slew_violations', '0', ''),
('die', 'die-area', '8945', 'µm²'),
('cells_and_area', 'max_ffs_per_register', '64', ''),
('drt', 'routedWlPerCell', '16.84', 'µm'),
('job', 'openroad.warnings', '27', ''),
('clock_tree', 'clock_tree_from_tritoncts', 'built', ''),
('place', 'dp_cells', '263', ''),
('global_routing', 'largest_net_degree_at_the_start_of_global_routing', '17', ''),
('clock_tree', 'ctsRootBufferMaster', 'sky130_fd_sc_hd__clkbuf_8', ''),
('cells_and_area', 'mi_logic_area', '596.8', 'µm²'),
('power_and_ir_drop', 'p_leak', '1.109', 'nW'),
('synthesis', 'yosys.stat.seqShare', '0.7474', ''),
('sta', 'finalHoldViolCount', '0', ''),
('die', 'core_region_area', '8258', 'µm²'),
('clock_tree', 'cts_max_path_buffers', '2', ''),
('critical_path', 'maximum_net_fanout_on_the_critical_path', '5', ''),
('cells_and_area', 'area_taken_by_flip_flops_and_latches', '1922', 'µm²'),
('status', 'run_status', 'finished with violations', ''),
('sta', 'finalHoldWorstSlack', '0.7502', 'ns'),
('drt', 'detail_route.drc_violations', '0', ''),
('synthesis', 'synthesis.yosys.warnings', '1', ''),
('cells_and_area', 'layoutNonFillerInstCount', '285', ''),
('die', 'die_height', '94.58', 'µm'),
('synthesis', 'ys_chip_area', '2571', 'µm²'),
('sta', 'finalCriticalPeriod', '2.022', 'ns'),
('die', 'die_width', '94.58', 'µm'),
('critical_path', 'worstPathArrival', '1.62', 'ns'),
('synthesis', 'post_synth_instance_area', '2571', 'µm²'),
('critical_path', 'critical_path_cell_with_the_highest_stage_delay', 'sky130_fd_sc_hd__mux4_2', ''),
('cells_and_area', 'n_fill_cell', '715', ''),
('status', 'failing_checks', 'negative setup slack', ''),
('critical_path', 'critical_path.endpoint_type', 'primary output', ''),
('global_routing', 'total_routing_usage_gr', '0.1255', ''),
('sta', 'setup_ws', '-0.02162', 'ns'),
('power_and_ir_drop', 'fin_total_pwr', '2.609', 'mW'),
('drt', 'route.vias.total', '1378', ''),
('global_routing', 'grt-ovfl-total', '0', ''),
('critical_path', 'crit_path_max_incr_delay', '0.50', 'ns'),
('synthesis', 'post_synthesis_cell_count_from_yosys', '128', ''),
('clock_tree', 'numCtsBuffers', '9', ''),
('drt', 'route.detailed.vias_per_inst', '4.835', ''),
('clock_tree', 'cts_max_level', '3', ''),
('place', 'place.detailed.hpwl', '3022', 'µm'),
('sta', 'timing_worst_slew_pin_value', '0.6048', 'ns'),
('sta', 'layout_worst_path_cycle_share', '1.011', ''),
('job', 'cap_viol_max_count', '0', ''),
('sta', 'slew-limit-headroom', '0.5955', ''),
('cells_and_area', 'synthToLayoutAreaGrowth', '27.15', '%'),
('clock_tree', 'cts_hold_repair.buffers', '0', ''),
('clock_tree', 'cts_num_sinks', '64', ''),
('drt', 'wirelength', '4799', 'µm'),
('hold_path', 'holdCritPathClass', 'input pin to register', ''),
('global_routing', 'first_global_vias', '1529', ''),
('synthesis', 'synthCells', '128', ''),
('sta', 'max_freq', '494.7', 'MHz'),
('clock_tree', 'clock_pin_slew_on_the_worst_setup_and_hold_paths', '0.06', 'ns'),
('synthesis', 'number_of_register_bits_inferred_by_synthesis', '64', ''),
('synthesis', 'ys_types', '17', ''),
('global_routing', 'global_route_wire_length_before_repair', '7672', 'µm'),
('drt', 'insertedDiodeCount', '0', ''),
('place', 'tally_of_buffers_added_on_design_ports', '12', ''),
('sta', 'fin_tns_setup', '-0.02162', 'ns'),
('power_and_ir_drop', 'pwr_density_cell', '798.0', 'nW/µm²'),
('sta', 'setup_violations', '1', ''),
('critical_path', 'timing_worst_setup_path_type', 'input pin to primary output', ''),
('global_routing', 'number_of_antenna_violations_at_the_first_check_in_global_routing', '0', '');
-- cell usage after synthesis, drive strengths merged --
cell / count / area share
edfxtp: 64 / 0.75
mux4: 16 / 0.15
nor2: 10 / 0.015
nand3: 8 / 0.016
buf: 6 / 0.021
nand2: 6 / 0.0088
nor3: 6 / 0.012
a22oi: 4 / 0.014
nand2b: 4 / 0.0097
nor2b: 2 / 0.0049
clkbuf: 1 / 0.0015
nor4: 1 / 0.0024
-- cell type report --
type,count,area share
clock buffers,11,0.04018
clock inverters,3,0.003444
multi-input cells,57,0.1825
flip-flops and latches,64,0.5878
well taps,105,0.04018
repair buffers,45,0.1458
-- metal layers --
layer	track usage	wire, µm	share of wire	up-vias
li1	-	-	-	619
met3	0.08742	574	0.12	12
met5	0	0	0	-
met4	0.01894	96	0.020	0
met2	0.1920	2226	0.46	72
met1	0.1544	1902	0.40	675
-- what timing repair did --
item                                   in CTS  in global routing
endpoints found under the hold margin       0                  0
pin swaps                                   9                  2
resized                                    38                  0
setup buffers                               5                  0
cloned                                      3                  0
setup endpoints to repair                   4                  4
-- cells in the final DEF (no fill, tap or decap), drive strengths merged --
cell	n
edfxtp	64
buf	37
mux4	16
clkbuf	11
nor2	10
nand3	8
nand2	6
nor3	6
clkdlybuf4s50	6
a22oi	4
nand2b	4
clkinv	3
nor2b	2
nor4	1
bufbuf	1
clkdlybuf4s15	1
-- report_power, final --
part           total (mW)  leakage [nW]  switching [mW]  internal (mW)
registers            1.53         0.581         0.00987           1.52
logic               0.244         0.456           0.109          0.135
clock network       0.832        0.0718           0.410          0.423
-- worst max-delay path: cells and delay by family --
kind | cells | cell delay, ns
AOI/OAI and AO/OA | 1 | 0.19
muxes | 1 | 0.50
buffers and inverters | 4 | 0.43
and+or+nand+nor | 1 | 0.09
-- worst paths after layout --
| path | from | end | slack [ns] | cells after the start |
|---|---|---|---|---|
| worst max-delay path | adr[0] | rdata[2] | -0.02 | 7 |
| worst min-delay path | adr[0] | mem[4][0] | 0.75 | 5 |
-- cells by family after synthesis --
group	share of synthesized area
mux	0.1489
simple gates	0.06764
compound gates	0.01362
buf+inv	0.02238
flops	0.7474
Power is estimated from default activity; no workload was simulated.
