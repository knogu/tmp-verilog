**flow/run.sh**
```bash
#!/bin/bash
# OpenROAD 26Q1-2900-gdf79404cd8, Yosys 0.63+post, stock flow scripts
make -C /OpenROAD-flow-scripts/flow DESIGN_CONFIG=/design/flow/config.mk WORK_HOME=/design/flow/orfs finish
```
**flow/config.mk**
```make
export PLATFORM = sky130hd
export DESIGN_NAME = m_chattering
export DESIGN_NICKNAME = m_chattering
export VERILOG_FILES = /design/flow/design.v
export SDC_FILE = /design/flow/constraint.sdc
export NUM_CORES = 4
export LEC_CHECK = 1
export CORE_AREA = 10 10 75 75
export DIE_AREA = 0 0 85 85
```
**flow/design.v**
```verilog
module m_rom(input [3:0] adr, output[7:0] dat);
    reg [7:0] data;
    assign dat = data;
    always @(adr) begin
        case (adr)
            4'h0: data = 8'b1010001;
        endcase
    end
endmodule
module m_chattering(input clk, input sw_in, output sw_out);
    reg [15:0] cnt;
    reg swreg;
    wire iclk;
    assign sw_out = swreg;
    always @(posedge clk) begin
        cnt = cnt + 1;
    end
    assign iclk=cnt[15];
    always @(posedge iclk) begin
        swreg=sw_in;
    end
endmodule
```
**flow/constraint.sdc**
```tcl
current_design m_chattering

set clk_period 2.8
set clk_io_pct 0.2

create_clock -name clk0 -period $clk_period [get_ports {clk}]

set non_clock_inputs [all_inputs -no_clocks]
set_input_delay [expr $clk_period * $clk_io_pct] -clock clk0 $non_clock_inputs
set_output_delay [expr $clk_period * $clk_io_pct] -clock clk0 [all_outputs]
```
==> changes_impl.md <==
### Implementation results

- Row Count: 23
- Largest stage delay, worst path: roughly 0.41 ns
- Outcome: finished clean
- Reg clk slew, reported paths: about 0.060 ns
- Hold Path Stages: 1
- Yosys stat cell total: 58
- DIE WIDTH: approximately 85 um
- DR vias: 388
- Max-Cap Viols: 0
- Initial antenna violation count: 0
- Placed Area: slightly above 700 um2
- Critical path cell sequence: nand3_1 -> nor4_2 -> xor2_1
- Worst r2r dst: cnt[15]$_DFF_P_
- Synth Cell Area: 641.9 um2
- Clock buffer depth: 2
- Floorplan utilization: between 15 and 20%
- Final WL: a little under 900 um
- Largest net degree at the start of global routing: 10
- FF+latch count, synth: 17
- Final Hold Violating Endpoints: 0
- Endpoints left unconstrained: 2
- Syn Inst Count: 58
- Root cell of the clock tree: clkbuf_8
- Yosys stat chip area: ~640 um2
- Area grow syn2layout: 19.30%
- Slowest stage cell, crit path: nor4_2
- Fmax: 770.9 MHz
- Clk latency late pin: between 0.2 and 0.25 ns
- Fin Setup TNS: 0 ns
- Gp weighted congestion: around 0.7
- Core box area: approximately 4100 um2
- DPL Wire Length: 652.5 um
- Arrival @ worst endpoint: 1.47 ns
- Most numerous logic cell after layout: dfxtp_1
- Routed vias/inst: between 3 and 4
- Worst slew pin tran: 0.3464 ns
- H-Tree Depth: 1
- Unrepaired setup endpoints after global routing: false
- Vias in the first global route: 366
- Tool Warnings: 25
- Seq/Total Area, Yosys: between 50% and 60%
- Layout cells sized above 1: about an eighth
- Crit path max-delay family: simple AND/OR/NAND/NOR gates
- Slew Viols, Final: 0
- Die Y: about 85 um
- Reg2reg start: cnt[2]$_DFF_P_
- LEAKAGE: just over 0.3 nW
- Diodes inserted: 0
- Crit. End Element: flop
- DR pass1 iterations: 3
- Min Tclk post-route: 1.297 ns
- Fin crit share: a little under half
- Final Worst Setup Slack: around 1.5 ns
- Initial drt markers: 16
- Dpl ws: 1.502 ns
- Hold Path Class: reg -> reg
- TritonCTS buffer count: 3
- Register pins left without a clock: 1
- Final Skew: about 0.004 ns
- Hold slack final: 0.4040 ns
- Gr ovfl total: 0
- Top Layout Cells: 17 x dfxtp_1, 10 x xor2_1, 5 x nand3_1
- Chip area: 7225 um2
- Count of final setup violators: 0
- Worst reg2reg path depth: 3
- Critical Path Source Type: flop
- Postcts setup bufs: 0
- Ports: 3
- CTS tree: done
- Total track usage: under 10%
- Post-CTS sizing: 0
- DRC Markers: 0
- Syn_area_per_cell: 11.07 um2
- Routed len/inst: 7.690 um
- CP bufs+invs: 0
- Max VDD drop: 0.1877 mV
- Post-route ant nets: 0
- CP required: between 2 and 3 ns
- I/O Buffers: 2
- Worst Path Max Fanout: 7
- R2R Setup Slk: 1.50 ns
- Hold Buf Count CTS: 0
- Slew margin rel.: 76.84%
- First-pass GRT wire length: 1607 um
- Hold_sp: cnt[0]$_DFF_P_
- YS warnings: 1
- Unique cell types: 12
- WHS Endpoint: cnt[0]$_DFF_P_
- Final Cell Area: 765.7 um2
- Tot Pwr: 0.0003910 W
- Power density cells: 510.6 nW/um2
- Kind of critical path: reg -> reg
-- state kept, by name, indices dropped and copies added (netlist names) --
register and cells:
cnt 16, swreg 1
-- worst register-to-register path: stages, from the launching register on --
cell and delay (ns):
dfxtp_1 0.37, nand3_1 0.29, nor4_2 0.41, xor2_1 0.16
-- report_power, final --
part           internal, W  leakage [nW]   total [W]  switching (W)
clock network    0.0000950        0.0216    0.000162      0.0000668
registers         0.000228         0.137    0.000228              0
logic           0.00000120         0.152  0.00000135    0.000000158
-- area by class of cell --
cell class                 instances  area [um2]
tap                               50       62.56
timing repair buffer               2       20.02
inverter                           3       11.26
sequential                        17       340.3
fill                             443        3292
clock buffer                       3       41.29
multi-input combinational         38       290.3
-- through the flow --
step	util [%]	cells
final	18.87	113
after global routing	18.87	113
after CTS	18.87	113
after detailed placement	17.85	110
after global placement	17.85	110
after floorplan	-	58
-- cells by family after synthesis --
family	Yosys count	share of synthesized area [%]
xor gates and xnor gates	14	19.10
adders and majority gates	1	1.949
buffers and inverters	3	1.754
DFF	17	53.02
and+or+nand+nor	23	24.17
-- Yosys cell counts --
master | instances | area (um2)
xnor2_1 | 4 | 35.03
nor3_1 | 4 | 20.02
nand3_1 | 5 | 25.02
nor2_1 | 3 | 11.26
inv_1 | 3 | 11.26
nor4_2 | 4 | 50.05
dfxtp_1 | 17 | 340.3
nand2_1 | 4 | 15.01
nand4_4 | 1 | 21.27
xor2_1 | 10 | 87.58
nand4_1 | 2 | 12.51
ha_1 | 1 | 12.51
-- how the worst max path moves through the flow --
stage	slack (ns)	endpoint	start	cells after the start
6_report	1.50	cnt[15]$_DFF_P_	cnt[2]$_DFF_P_	3
5_1_grt	1.38	cnt[15]$_DFF_P_	cnt[2]$_DFF_P_	3
4_1_cts	1.48	cnt[15]$_DFF_P_	cnt[2]$_DFF_P_	3
-- routing by layer --
metal  vias up  GRT usage (%)  routed length, um
li1        208              -                  -
met1       173          3.494                441
met2         5          3.406                350
met3         2          1.830                 73
met4         0         0.1497                  4
met5         -              0                  0
Power is estimated from default activity; no workload was simulated.
